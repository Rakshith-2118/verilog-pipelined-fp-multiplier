## flow/run.sh

```bash
#!/bin/bash
# OpenROAD 26Q1-2900-gdf79404cd8, Yosys 0.63+post, stock flow scripts
make -C /OpenROAD-flow-scripts/flow DESIGN_CONFIG=/design/flow/config.mk WORK_HOME=/design/flow/orfs finish
```

## flow/config.mk

```make
export PLATFORM = sky130hd
export DESIGN_NAME = FloatingPoint_Multiplier_Complete
export DESIGN_NICKNAME = FloatingPoint_Multiplier_Complete
export VERILOG_FILES = /design/flow/design.v
export SDC_FILE = /design/flow/constraint.sdc
export NUM_CORES = 4
export LEC_CHECK = 1
export CORE_UTILIZATION = 50
```

## flow/constraint.sdc

```tcl
current_design FloatingPoint_Multiplier_Complete

set clk_period 7.4
set clk_io_pct 0.2

create_clock -name clk0 -period $clk_period [get_ports {clk}]

set non_clock_inputs [all_inputs -no_clocks]
set_input_delay [expr $clk_period * $clk_io_pct] -clock clk0 $non_clock_inputs
set_output_delay [expr $clk_period * $clk_io_pct] -clock clk0 [all_outputs]
```

## flow/design.v

```verilog
`timescale 1ns/1ps
module FloatingPoint_Multiplier_Complete (
    input wire         clk,
    input wire         rst,
    input  wire [15:0] a,
    input  wire [15:0] b,
    output reg  [15:0] result,
    output reg         overflow,
    output reg         underflow
);
    reg        s1_sign_res;
    reg signed [8:0]  s1_exp_res_biased;
    reg [21:0] s1_mant_prod;
    reg        s1_is_zero;  
    reg        s2_sign_res;
    reg signed [9:0]  s2_exp_res_biased;
    reg [21:0] s2_mant_prod_norm;
    reg        s2_is_zero;
    wire sign_a, sign_b;
    wire [4:0] exp_a, exp_b;
    wire [10:0] mant_a, mant_b;
    wire is_zero_a, is_zero_b;
    assign sign_a = a[15];
    assign exp_a  = a[14:10];
    assign mant_a = {exp_a != 0, a[9:0]};  
    assign is_zero_a = (exp_a == 0) && (a[9:0] == 0);
    assign sign_b = b[15];
    assign exp_b  = b[14:10];
    assign mant_b = {exp_b != 0, b[9:0]};
    assign is_zero_b = (exp_b == 0) && (b[9:0] == 0);
    always @(posedge clk or posedge rst) begin
        if (rst) begin
            s1_sign_res <= 1'b0;
            s1_exp_res_biased <= 9'b0;
            s1_mant_prod <= 22'b0;
            s1_is_zero <= 1'b0;
        end else begin
            s1_sign_res <= sign_a ^ sign_b;
            s1_exp_res_biased <= $signed({2'b0, exp_a}) + $signed({2'b0, exp_b}) - 9'd15;
            s1_mant_prod <= mant_a * mant_b;
            s1_is_zero <= is_zero_a | is_zero_b;
        end
    end
    always @(posedge clk or posedge rst) begin
        if (rst) begin
            s2_sign_res <= 1'b0;
            s2_exp_res_biased <= 10'b0;
            s2_mant_prod_norm <= 22'b0;
            s2_is_zero <= 1'b0;
        end else begin
            s2_is_zero <= s1_is_zero;
            s2_sign_res <= s1_sign_res;
            if (s1_mant_prod[21]) begin
                s2_mant_prod_norm <= s1_mant_prod >> 1;
                s2_exp_res_biased <= s1_exp_res_biased + 1;
            end else begin
                s2_mant_prod_norm <= s1_mant_prod;
                s2_exp_res_biased <= s1_exp_res_biased;
            end
        end
    end
    wire [11:0] mant_rounded;
    wire signed [10:0]  exp_final;
    wire        round_up;
    wire lsb        = s2_mant_prod_norm[10];  
    wire guard_bit  = s2_mant_prod_norm[9];
    wire round_bit  = s2_mant_prod_norm[8];
    wire sticky_bit = |(s2_mant_prod_norm[7:0]);
    wire round_if_greater_than_half = guard_bit & (round_bit | sticky_bit);
    wire round_if_tie_to_even       = guard_bit & ~(round_bit | sticky_bit) & lsb;
    assign round_up = round_if_greater_than_half | round_if_tie_to_even;
    assign mant_rounded = {1'b0, s2_mant_prod_norm[20:10]} + round_up;
    assign exp_final = s2_exp_res_biased + $signed(mant_rounded[11]);
    always @(posedge clk or posedge rst) begin
        if (rst) begin
            result <= 16'b0;
            overflow <= 1'b0;
            underflow <= 1'b0;
        end else begin
            if (s2_is_zero) begin
                result <= 16'b0;
                overflow <= 1'b0;
                underflow <= 1'b0;
            end
            else if (exp_final >= 31) begin
                overflow <= 1'b1;
                underflow <= 1'b0;
                result <= 16'h7F80;  
            end
            else if (exp_final <= 0) begin
                overflow <= 1'b0;
                underflow <= 1'b1;
                result <= 16'b0;  
            end
            else begin
                overflow <= 1'b0;
                underflow <= 1'b0;
                result <= {s2_sign_res, exp_final[4:0], mant_rounded[11] ? 10'b0 : mant_rounded[9:0]};
            end
        end
    end
endmodule
```

==> results.toml <==
# synthesis and place-and-route metrics
[worst_setup_path]
crit_arrival_ps = 7080
crit_type = "primary input to flip-flop"
regToRegEndpoint = "result[5]"
regToRegSetupSlack_ps = 3700
crit_start = "b[11]"
required_ps = 7650
cp_max_fo = 6
endpoint_kind = "flip-flop"
reg2reg_depth = 12
crit_end = "s1_mant_prod[20]"
r2r_start = "s2_mant_prod_norm[14]"
start_kind = "primary input"

[drt]
drt_iter0_markers = 123
n_antenna_cell = 0
drc = 0
first_pass_iters = 4
wl_mm = 12.9
viasPerCell = 5.00
vias = 4932
drt-wirelength-per-cell_microns = 13.1
ant_nets = 0

[cells_and_area]
layout_top_cells = "inv_1 (130), fa_1 (82), dfrtp_1 (80)"
layout_top_cell = "inv_1"
stdcell_count = 987
drive_above_1_share = 0.0623
fin_area_sq_mm = 0.00846
area_delta_synth_final_pct = 12.9

[clock_tree]
root_buffer = "clkbuf_16"
clock_sinks = 80
holdBufCountCts = 0
ctsResizeCount = 0
cts_buffer_depth = 2
htreeDepth = 3
clk_pin_slew_ps = 60
cts_setup_buffers = 0
cts_tree = "built"
clock_latency_ps = 330
cts_buffers = 9

[yosys]
synth-async-reset-ratio = 1.00
synth_flop_count = 80
edf_count = 0
syn-cell-area_sq_mm = 0.00749
ys_chip_area_sq_mm = 0.00749
syn_avg_cell_area_sq_um = 9.90
synth_stat.cells = 757
synthCells = 757
synth-main-ff-cell = "dfrtp_1"
postSynthSeqShare = 0.267
ys_warn_count = 1
synth_cell_types = 48

[final_timing]
setup_violations = 0
finClkSkew_ps = 5.69
min_period_ps = 6830
final-hold-violation-count = 0
fmax_mhz = 146
rsz0062_at_grt = "no"
worstMarginPinSlew_ps = 654
worst_slack_ps = 569
maxSlewHeadroom = 0.564
drv_slew = 0
min_period_over_period = 0.923
finalSetupTns_ps = 0

[placed_design]
io_buffer_count = 51
dpl.hpwl_mm = 10.5
placed_area_sq_mm = 0.00816
place.gp.congestion = 0.876
dpl_worst_slack_ps = 211
numPlacedInstances = 971

[floorplan]
core_sq_mm = 0.0146
row_count = 44
chipHeight_microns = 124
die_x_microns = 124
ioPinCount = 52
chip_area_sq_mm = 0.0155
initial_core_util = 0.513

[global_route]
grtUsageTotal = 0.193
grt_pass1_wl_mm = 23.9
antenna_found_initial = 0
grt_max_degree = 58
grt_pass1_vias = 5170
overflow = 0

[min_path]
hold_path.class = "flip-flop to flip-flop"

[power_and_ir_drop]
peakVddDrop_mv = 0.195
power.density_mw_per_mm2 = 341
power_mw = 2.88
p_leak_nw = 4.10

[flow_run]
drv_cap = 0
warnings = 25

[status]
status = "completed"
-- power by group --
group	switching, mW	internal, mW
registers	0.0729	0.625
logic	0.934	0.823
clock network	0.164	0.263
-- how the worst min path moves through the flow --
stage / from / endpoint / slack (ps) / cells past startpoint
4_1_cts: s1_sign_res / s2_sign_res / 360 / 0
5_1_grt: s1_is_zero / s2_is_zero / 370 / 0
6_report: s1_sign_res / s2_sign_res / 360 / 0
-- layout make-up --
type / count / area, sq um
Fill cell: 1182 / 6130
Multi-Input combinational cell: 521 / 4900
Sequential cell: 80 / 2000
Timing Repair Buffer: 55 / 541
Inverter: 131 / 493
Tap cell: 184 / 230
Clock buffer: 10 / 229
Clock inverter: 6 / 67.6
-- metrics by stage --
step,hold slack (ps),util
3_5_place_dp,343,0.559
2_1_floorplan,331,-
3_3_place_gp,338,0.559
4_1_cts,364,0.580
5_1_grt,374,0.580
6_report,364,0.580
-- Yosys cell counts, types with 2 or more instances --
master    number  area (sq um)
inv_1        131           492
fa_1          82          1640
dfrtp_1       80          2000
ha_1          79           988
and2_1        70           438
nand2_1       64           240
nor2_1        32           120
a21oi_1       30           150
xnor2_1       25           219
clkbuf_1      24          90.1
mux2_2        21           236
nor2b_1       12          75.1
o21ai_0       12          60.1
xor2_1        12           105
nand4_1        8          50.1
a21o_1         7          52.6
nor4_1         7          43.8
nand3_1        6          30.0
nor3_1         5          25.0
a211oi_1       4          30.0
and3_1         4          25.0
o21bai_1       4          30.0
nand2b_1       3          18.8
nor3_2         3          30.0
nor3b_1        3          22.5
a21boi_0       2          15.0
and4_1         2          17.5
o211ai_1       2          15.0
o41ai_1        2          17.5
or2_2          2          12.5
or3_1          2          12.5
-- registers in the layout (all words and copies together) (netlist names), 7 cells and up --
name / cells
s2_mant_prod_norm: 21
s1_exp_res_biased: 7
s2_exp_res_biased: 8
result: 16
s1_mant_prod: 22
-- critical path, stage by stage --
cell and delay (ps):
clkdlybuf4s50_1 410, or4_1 610, nor2_1 250, nor2b_1 100, fa_1 530, inv_1 50
fa_1 530, inv_1 50, fa_1 500, fa_1 540, inv_1 50, fa_1 520
inv_1 40, ha_1 360, and3_1 190, o211ai_1 140, a211oi_1 160, o41ai_1 400
xnor2_1 160
-- layer usage --
layer  global-route usage  up-vias  routed length, microns
met5                    0        -                       0
met4               0.0184        0                     110
met3               0.0403       10                     537
met2                0.314       86                    6050
met1                0.290     2358                    6230
li1                     -     2478                       -
-- cell families (layout without fill, tap and decap cells) --
family          Yosys count  in the layout  synth area share
compound gates           74             74            0.0666
xor+xnor                 37             37            0.0433
fa+ha+maj               161            161             0.351
buf+inv                 156            202            0.0792
flops                    80             80             0.267
mux                      22             22            0.0331
simple gates            227            227             0.160
Power and IR drop assume default switching activity.
